[design.v]
module register_file(
    input logic clk,
    input logic reset,
    input logic [4:0] reg_read_addr1,  
    input logic [4:0] reg_read_addr2,  
    input logic [4:0] reg_write_addr,  
    input logic [31:0] reg_write_data,  
    input logic [2:0] load_operation,  
    input logic reg_write_enable,  
    input logic reg_read_enable,  
    input logic read_from_mem,  
    input logic [31:0] data_from_mem,  
    output logic [31:0] reg_read_data1,
    output logic [31:0] reg_read_data2
);
    logic [31:0] registers [0:31];
    localparam LB  = 3'b000;  
    localparam LH  = 3'b001;  
    localparam LW  = 3'b010;  
    localparam LBU = 3'b100;  
    localparam LHU = 3'b101;  
    assign reg_read_data1 = reg_read_addr1 ? registers[reg_read_addr1] : 32'b0;
    assign reg_read_data2 = reg_read_addr2 ? registers[reg_read_addr2] : 32'b0;
    always @(posedge clk or posedge reset) begin
        if (reset) begin
            integer i;
            for (i = 0; i < 32; i = i + 1) begin
                registers[i] = 32'h00000000;
            end
            registers[1] = 32'h00000002;   
            registers[2] = 32'h00000007;   
            registers[4] = 32'h00000010;   
            registers[5] = 32'hFFFFFFF0;   
            registers[7] = 32'h00000014;   
        end else if (reg_write_enable && (reg_write_addr != 0)) begin
            if (read_from_mem) begin
                case(load_operation)
                    LB  : registers[reg_write_addr] = {{24{data_from_mem[7]}}, data_from_mem[7:0]};
                    LH  : registers[reg_write_addr] = {{16{data_from_mem[15]}}, data_from_mem[15:0]};
                    LW  : registers[reg_write_addr] = data_from_mem;
                    LBU : registers[reg_write_addr] = {24'b0, data_from_mem[7:0]};
                    LHU : registers[reg_write_addr] = {16'b0, data_from_mem[15:0]};
                endcase
            end else begin
                registers[reg_write_addr] = reg_write_data;
            end
        end
    end
endmodule
[run.sh]
#!/bin/bash
# OpenROAD 26Q1-2900-gdf79404cd8, Yosys 0.63+post, stock flow scripts
make -C /OpenROAD-flow-scripts/flow DESIGN_CONFIG=/design/flow/config.mk WORK_HOME=/design/flow/orfs finish
[config.mk]
export PLATFORM = sky130hd
export DESIGN_NAME = register_file
export DESIGN_NICKNAME = register_file
export VERILOG_FILES = /design/flow/design.v
export SDC_FILE = /design/flow/constraint.sdc
export NUM_CORES = 4
export LEC_CHECK = 1
export CORE_UTILIZATION = 30
[constraint.sdc]
current_design register_file

set clk_period 6.2
set clk_io_pct 0.2

create_clock -name clk0 -period $clk_period [get_ports {clk}]

set non_clock_inputs [all_inputs -no_clocks]
set_input_delay [expr $clk_period * $clk_io_pct] -clock clk0 $non_clock_inputs
set_output_delay [expr $clk_period * $clk_io_pct] -clock clk0 [all_outputs]
==> run summary <==
run metrics: Avg WL per Cell 38.8 microns, largest net degree at the start of global routing 122, critical path data required time 4.96 ns, max FFs per register 992, CTS Buffer Depth 3, CP Data Arrival Time 5.00 ns, slew margin rel. 24.3%, pins over their slew limit 0, I/O Buffers 149, critical path capture point type output port, maximum VDD drop 0.000267 V, Final Hold Fails 0, Most Frequent Cell on Critical Path buf_4, ratio of cells with drive above 1 in the final layout 15.1%, Latency at later pin 0.78 ns, CP Max Fanout 15, pre-CTS setup slack 0.249 ns, ys flop type dfrtp_1, Root Buffer clkbuf_16, Worst path max stage delay 0.65 ns, total wire length 303,000 microns, Cell Type Count 80, gpl congestion 1.08, DR iter-0 viols 6,874, Period minus WS final 6.24 ns, Ys Warns 2, Multiplexer share 2.34%, Adder Share, Synth 0%, Yosys Chip Area 0.0492 sq mm, status finished, violations left, critical setup path kind primary input to output port, power per cell area 320 mW/mm^2, post-route worst setup slack -0.0405 ns, Compound Share, Synth 24.4%, fin crit share 101%, Max Cap Viol 0, leakage 26.3 nW, Worst Skew 0 ns, Post-DRT Antenna Nets 0, largest family of logic cells by area AND-OR/OR-AND gates, postcts setup bufs 0, initial antenna violation count 33, Gate Count Post-Synth 5,402, setup TNS -0.0521 ns, Synth flops 992, chip height 407 microns, full die area 0.166 sq mm, CP bufs+invs 5, Slowest-stage cell, CP nand3b_1, core area 0.163 sq mm, xor/xnor share 0%, Pre-Place Util 30.2%, Die X-Extent 407 microns, Initial DRT Pass Iterations 8, vias 50,500, R2R Setup Slk 5.37 ns, Ports 151, row cnt 148, failing checks negative setup slack, Area Growth Syn to Fin 20.7%, GRT Util Overall 37.8%, Fmax 160 MHz, first-pass GRT wire length 411,000 microns, post-cts gate resize count 0, average cell area after synthesis 9.10 sq um, Slew @ Worst Pin 1.13 ns, FFs w/ async S/R, synth 100%, Vias per Instance 6.47, Clock Sinks 992, DP Wirelength 195,000 microns, RSZ-0062 raised after global routing no, CP Launch Type primary input, CTS tree yes, Cell Chain, Critical Path buf_2 > buf_4 > buf_4 > nand3b_1 > nor2_4 > buf_4 > a22oi_1 > nand3_1 > or4_1 > clkdlybuf4s50_1, grt ovf 0, cts bufs inserted 109, Post-Syn Area 0.0492 sq mm, Log Warnings 53, Post-route DRC 0, HP Class register to register, simple share 18.1%, Top Family by Delay on Critical Path buffers and inverters, yosys cell count 5,402, H-tree depth 3, cts hold-fix bufs 0, vias in the first global route 48,000, EDFF count, synth 0, Final Setup Violations 2, Reg clk slew, reported paths 0.06 ns, Seq/Total Area, Yosys 50.6%
-- synthesized netlist by cell type (all sizes together) (6+ instances only) --
cell     instances  area (sq um)
nand2         1100          4130
dfrtp          957         23900
or3b             6          52.6
dfstp           35           920
or3             13          81.3
clkbuf         425          1600
o211ai           7          52.6
a2111oi         74           821
a211oi           7          52.6
mux2i           62           621
nand2b           6          37.5
and2             6          37.5
nor2            80           313
a221oi           8          70.1
inv              7          26.3
o21ai         1016          5080
a222oi          17           170
a31oi            6          37.5
nand3          126           631
a21oi           25           125
o2bb2ai         11          96.3
nor3            33           185
or4             52           390
nor3b           13           103
nand4          139           870
a22o            39           342
and3           229          1470
buf            105           614
nor2b           13          88.8
nor4             9          56.3
a32oi           25           219
mux2            41           462
and3b            8          73.8
a22oi          628          4710
nand3b          17           131
-- worst reg2reg max path, cell delays in order, from the launching register on --
cell	delay [ns]
dfstp_2	0.58
nand2_1	0.06
o21ai_0	0.10
-- cell usage in the layout, fill, tap and decap left out, drive strengths merged, types with 25 or more instances in the layout --
cell type / synthesis / layout
o21ai: 1016 / 1016
dfrtp: 957 / 957
nor3: 33 / 33
a22oi: 628 / 628
a22o: 39 / 39
nand3: 126 / 126
mux2: 41 / 41
nand4: 139 / 139
nand2: 1100 / 1100
a21oi: 25 / 25
nor2: 80 / 80
a32oi: 25 / 25
or4: 52 / 52
diode: 0 / 33
dfstp: 35 / 35
clkdlybuf4s50: 0 / 138
a2111oi: 74 / 74
mux2i: 62 / 62
and3: 229 / 229
buf: 105 / 387
clkbuf: 425 / 161
-- metrics by stage --
step | std cells | hold slack, ns | total power, mW | instance area, sq um | utilization [%]
floorplan | 5402 | 0.455 | 10.1 | 49200 | -
global placement | 7572 | 0.472 | 11.7 | 55400 | 34.0
detailed placement | 7572 | 0.482 | 11.8 | 55400 | 34.0
CTS | 7779 | 0.495 | 18.8 | 59300 | 36.4
global route | 7786 | 0.509 | 19.6 | 59300 | 36.4
finish | 7812 | 0.495 | 19.0 | 59400 | 36.5
-- routing by layer --
| metal | vias to the layer above | GRT usage [%] | wire [microns] |
|---|---|---|---|
| met5 | - | 1.96 | 698 |
| met4 | 52 | 24.3 | 25600 |
| met3 | 1397 | 23.1 | 50200 |
| met2 | 4224 | 49.1 | 119000 |
| met1 | 24700 | 46.8 | 108000 |
| li1 | 20100 | - | - |
-- layout make-up --
class	count	area [sq um]
Fill cell	16100	103000
Tap cell	2175	2720
Antenna cell	33	82.6
Clock buffer	161	3270
Multi-Input combinational cell	3873	23000
Inverter	7	30.0
Sequential cell	992	24900
Clock inverter	46	621
Timing Repair Buffer	525	4740
-- kinds of logic after synthesis --
kind of cell           after synthesis
buffers and inverters              537
AND-OR/OR-AND                     1889
AND/OR/NAND/NOR                   1878
flip-flops                         992
multiplexers                       106
-- report_power, final --
group	internal, mW	switching [mW]
logic	1.06	1.78
registers	7.73	1.25
clock network	4.18	2.98
total	13.0	6.01
-- worst paths after layout --
path                                                 end  depth (start not counted)                    startpoint
setup / recovery                       reg_read_data1[7]                         10             reg_read_addr1[1]
min in group asynchronous  registers[10][12]$_DFFE_PP0P_                          2                         reset
max in group asynchronous  registers[24][21]$_DFFE_PP0P_                          4                         reset
hold / removal              registers[5][31]$_DFFE_PP1P_                          2  registers[5][31]$_DFFE_PP1P_
setup reg to reg             registers[5][8]$_DFFE_PP1P_                          2   registers[5][8]$_DFFE_PP1P_
hold reg to reg             registers[5][31]$_DFFE_PP1P_                          2  registers[5][31]$_DFFE_PP1P_
Power figures rest on the tool's default switching activity, not on a simulated workload.
