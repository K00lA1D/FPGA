### /design/flow/config.mk
export PLATFORM = sky130hd
export DESIGN_NAME = display_mux
export DESIGN_NICKNAME = display_mux
export VERILOG_FILES = /design/flow/design.v
export SDC_FILE = /design/flow/constraint.sdc
export NUM_CORES = 4
export LEC_CHECK = 1
export CORE_AREA = 10 10 108 108
export DIE_AREA = 0 0 118 118
### /design/flow/constraint.sdc
current_design display_mux

set clk_period 4.3
set clk_io_pct 0.2

create_clock -name clk0 -period $clk_period [get_ports {clk}]

set non_clock_inputs [all_inputs -no_clocks]
set_input_delay [expr $clk_period * $clk_io_pct] -clock clk0 $non_clock_inputs
set_output_delay [expr $clk_period * $clk_io_pct] -clock clk0 [all_outputs]
### /design/flow/design.v
module display_mux (
    input logic clk,             
    input logic reset,
    input logic [15:0] value,    
    output logic [3:0] an,       
    output logic [6:0] seg       
);
    logic [15:0] value_sync;     
    synchronizer sync_inst (
        .clk(clk),
        .reset(reset),
        .async_value(value),
        .sync_value(value_sync)
    );
    reg [1:0] digit_select;
    reg [3:0] hex_value;
    always_ff @(posedge clk or posedge reset) begin
        if (reset) begin
            digit_select <= 0;
        end else begin
            digit_select <= digit_select + 1;
        end
    end
    always_comb begin
        case (digit_select)
            2'b00: begin
                an = 4'b1110;
                hex_value = value_sync[3:0];
            end
            2'b01: begin
                an = 4'b1101;
                hex_value = value_sync[7:4];
            end
            2'b10: begin
                an = 4'b1011;
                hex_value = value_sync[11:8];
            end
            2'b11: begin
                an = 4'b0111;
                hex_value = value_sync[15:12];
            end
            default: begin
                an = 4'b1111;
                hex_value = 4'b0000;
            end
        endcase
    end
    hex_to_7seg hex_to_7seg_inst (
        .hex(hex_value),
        .seg(seg)
    );
endmodule
module hex_to_7seg (
    input  [3:0] hex,
    output reg [6:0] seg
);
    always @(*) begin
        case (hex)
            4'h0: seg = 7'b1000000;
            4'h1: seg = 7'b1111001;
            4'h2: seg = 7'b0100100;
            4'h3: seg = 7'b0110000;
            4'h4: seg = 7'b0011001;
            4'h5: seg = 7'b0010010;
            4'h6: seg = 7'b0000010;
            4'h7: seg = 7'b1111000;
            4'h8: seg = 7'b0000000;
            4'h9: seg = 7'b0010000;
            4'hA: seg = 7'b0001000;
            4'hB: seg = 7'b0000011;
            4'hC: seg = 7'b1000110;
            4'hD: seg = 7'b0100001;
            4'hE: seg = 7'b0000110;
            4'hF: seg = 7'b0001110;
            default: seg = 7'b1111111;  
        endcase
    end
endmodule
module synchronizer(
    input logic clk,
    input logic reset,
    input logic [15:0] async_value,
    output logic [15:0] sync_value
);
    logic [15:0] sync_reg1;
    logic [15:0] sync_reg2;
    always_ff @(posedge clk or posedge reset) begin
        if (reset) begin
            sync_reg1 <= 16'b0;
            sync_reg2 <= 16'b0;
        end else begin
            sync_reg1 <= async_value;
            sync_reg2 <= sync_reg1;
        end
    end
    assign sync_value = sync_reg2;
endmodule
### /design/flow/run.sh
#!/bin/bash
# OpenROAD 26Q1-2900-gdf79404cd8, Yosys 0.63+post, stock flow scripts
make -C /OpenROAD-flow-scripts/flow DESIGN_CONFIG=/design/flow/config.mk WORK_HOME=/design/flow/orfs finish
==> results.json <==
{
  "relSlewSlack": 0.5168,
  "power_density_mw_per_mm2": 345.4,
  "hold_depth": 0,
  "via_per_inst": 2.996,
  "grt_overflow": 0,
  "area_leaders": "dfrtp_1 66%, ha_1 9.7%, mux2i_1 7.0%",
  "synth-area-yosys_mm2": 0.001295,
  "period_needed_ns": 3.778,
  "avgSynthCellArea_um2": 14.39,
  "vias": 764,
  "grt_max_degree": 35,
  "htree_levels": 2,
  "setup_violations": 0,
  "grt_pass1_vias": 801,
  "timing.fmax_ghz": 0.2647,
  "rows": 35,
  "synth.cell_area_mm2": 0.001295,
  "totalPowerFinal_mw": 0.6314,
  "max_stage_delay_ns": 0.49,
  "synthDistinctLibCells": 21,
  "hold_buffers": 0,
  "die_y_um": 118,
  "critPathSlowestCell": "clkdlybuf4s50_1",
  "dp_hpwl_um": 1981,
  "top_cell_area_share": 0.6570,
  "hp-class": "reg2reg",
  "setup_tns_ns": 0,
  "worstPathCellList": "inv_1, ha_1, a22oi_1, nand2_1, mux2i_1, inv_1, ha_1, or3_1, o21ai_0, clkdlybuf4s50_1",
  "top_cells_by_count": "34 x dfrtp_1, 12 x inv_1, 10 x ha_1",
  "synthCells": 90,
  "drv_slew": 0,
  "cap_viol_max_count": 0,
  "cpLargestDelayFamily": "buffers and inverters",
  "initial_core_util": 0.1395,
  "finalHoldViolations": 0,
  "r2r_cells": 2,
  "cts_buffers": 5,
  "clock_sinks": 34,
  "antenna_cells": 0,
  "routed_wl_um": 2516,
  "wl_per_cell_um": 9.867,
  "drive_above_1_share": 0.1190,
  "clk_pin_slew_worst_paths_ns": 0.06,
  "ff_type": "dfrtp_1",
  "ys_cells": 90,
  "min-delay-start": "sync_inst.sync_reg1[3]",
  "fin_skew_ns": 0.004234,
  "hold_ws_ns": 0.3476,
  "port_buffers": 28,
  "synth_top_cell_by_count": "dfrtp_1",
  "critPathBufInv": 3,
  "clockBufferDepth": 2,
  "worstSetupStartpoint": "digit_select[1]",
  "clock-root-buffer": "clkbuf_8",
  "ir_drop_v": 0.0002221,
  "postSynthSeqShare": 0.6570,
  "grt_usage": 0.03700,
  "fin_cells": 255,
  "worst_pin_slew_ns": 0.7248,
  "min_to": "sync_inst.sync_reg2[3]",
  "core_area_mm2": 0.009284,
  "antenna_found_initial": 0,
  "antenna_left": 0,
  "edf_count": 0,
  "ys_async_sr_fraction": 1.000,
  "r2r_end": "digit_select[1]",
  "grt_pass1_wl_um": 4222,
  "post-route-drc-count": 0,
  "rsz0062_at_grt": "no",
  "io_pins": 29,
  "finalCritPeriodShare": 0.8785,
  "dr.pass1.iters": 4,
  "outcome": "complete, no violations",
  "area_growth_pct": 41.16,
  "cp.arrival_ns": 2.92,
  "p_leak_nw": 0.7831,
  "critPathKind": "reg2out",
  "post_cts_buffers": 0,
  "clk_latency_ns": 0.28,
  "yosys_register_bits": 34,
  "fin_ws_ns": 0.5224,
  "cts_tree": "built",
  "crit_fanout": 5,
  "synth_area_leader_cell": "dfrtp_1",
  "tool_warnings": 33,
  "post_cts_resized": 0,
  "dp_worst_setup_slack_ns": 0.8525,
  "dp_cells": 247,
  "drtIter0Drc": 35,
  "crit_required_ns": 3.44,
  "gp_congestion": 0.7998,
  "r2r_slack_ns": 3.41,
  "r2r-start": "digit_select[0]",
  "end_kind": "primary output",
  "ys.warnings.count": 3,
  "fp.dieW_um": 118,
  "dieArea_mm2": 0.01392,
  "crit_path_start_kind": "register"
}
[final cells by class]
| class | count | area, µm² |
|---|---|---|
| Sequential cell | 34 | 850.8 |
| Timing Repair Buffer | 29 | 287.8 |
| Fill cell | 1040 | 7456 |
| Multi-Input combinational cell | 42 | 384.1 |
| Clock inverter | 2 | 12.51 |
| Clock buffer | 6 | 82.58 |
| Inverter | 13 | 48.80 |
| Tap cell | 129 | 161.4 |
[power by group]
group          switching, mW  leakage (nW)  internal (mW)  total (mW)
Combinational         0.0220         0.334         0.0340      0.0560
Sequential           0.00439         0.401          0.335       0.339
Clock                  0.108        0.0472          0.128       0.236
[worst max-delay path by stage]
stage	endpoint	slack [ns]	cells past startpoint
finish	seg[4]	0.52	10
global route	seg[4]	0.33	10
CTS	seg[4]	0.52	10
[sequential cells by signal, summed over array words and instances, names as in the netlist]
register             cells
sync_inst.sync_reg2     16
sync_inst.sync_reg1     16
digit_select             2
[through the flow]
step | utilization | instance area (µm²)
floorplan | - | 1295
global placement | 0.1867 | 1733
detailed placement | 0.1867 | 1733
CTS | 0.1969 | 1828
global route | 0.1969 | 1828
finish | 0.1969 | 1828
[metal layers]
metal  GRT usage  up-vias  routed length, µm
met5           0        -                  0
met1     0.05089      363               1176
met4    0.002318        0                 21
met2     0.05280       29               1076
li1            -      369                  -
met3     0.01945        3                241
[placed cells by master (no fill, tap or decap)]
master / synthesis / routed
dfrtp_1: 34 / 34
clkdlybuf4s50_1: 0 / 28
inv_1: 12 / 12
ha_1: 10 / 10
mux2i_1: 9 / 9
clkbuf_8: 0 / 6
nand2_1: 4 / 4
o22ai_1: 4 / 4
a222oi_1: 3 / 3
a22oi_1: 1 / 1
inv_2: 1 / 1
mux2_2: 1 / 1
nor2b_1: 1 / 1
a21oi_2: 1 / 1
or2_4: 1 / 1
mux2_4: 1 / 1
or3_1: 1 / 1
o21ai_0: 1 / 1
nor2_1: 1 / 1
xnor2_1: 1 / 1
and3_2: 1 / 1
a221o_1: 1 / 1
clkinv_2: 0 / 1
clkinvlp_4: 0 / 1
buf_4: 0 / 1
[worst reg2reg max path, cell delays in order (launching register included)]
cell and delay (ns):
dfrtp_1 0.38, inv_1 0.09, ha_1 0.30
[logic make-up after synthesis]
logic type	synth area share
DFF	0.6570
buffers and inverters	0.04637
AOI/OAI and AO/OA	0.06666
muxes	0.08985
adders and majority gates	0.09662
and+or+nand+nor	0.03672
xor gates and xnor gates	0.006765
No activity file was given, so power comes from the tool's default toggle rates.
