[./run.sh]
#!/bin/bash
# OpenROAD 26Q1-2900-gdf79404cd8, Yosys 0.63+post, stock flow scripts
make -C /OpenROAD-flow-scripts/flow DESIGN_CONFIG=/design/flow/config.mk WORK_HOME=/design/flow/orfs finish
[./config.mk]
export PLATFORM = sky130hd
export DESIGN_NAME = alu
export DESIGN_NICKNAME = alu
export VERILOG_FILES = /design/flow/design.v
export SDC_FILE = /design/flow/constraint.sdc
export NUM_CORES = 4
export LEC_CHECK = 1
export CORE_UTILIZATION = 50
[./constraint.sdc]
current_design alu

set clk_period 19.6
set clk_io_pct 0.2

create_clock -name clk0 -period $clk_period

set non_clock_inputs [all_inputs -no_clocks]
set_input_delay [expr $clk_period * $clk_io_pct] -clock clk0 $non_clock_inputs
set_output_delay [expr $clk_period * $clk_io_pct] -clock clk0 [all_outputs]
[./design.v]
module alu(
    input logic [31:0] operand_a,
    input logic [31:0] operand_b,
    input logic [11:0] immediate,  
    input logic [4:0] op_code,     
    output logic [31:0] result,
    output logic zero
);
    localparam ADD  = 5'b00000;  
    localparam SUB  = 5'b00001;  
    localparam SLL  = 5'b00010;  
    localparam SLT  = 5'b00011;  
    localparam SLTU = 5'b00100;  
    localparam XOR  = 5'b00101;  
    localparam SRL  = 5'b00110;  
    localparam SRA  = 5'b00111;  
    localparam OR   = 5'b01000;  
    localparam AND  = 5'b01001;  
    localparam ADDI  = 5'b01010;  
    localparam SLLI  = 5'b01011;  
    localparam SLTI  = 5'b01100;  
    localparam SLTUI = 5'b01101;  
    localparam XORI  = 5'b01110;  
    localparam SRLI  = 5'b01111;  
    localparam SRAI  = 5'b10000;  
    localparam ORI   = 5'b10001;  
    localparam ANDI  = 5'b10010;  
    logic [31:0] immediate_extended;
    assign immediate_extended = {{20{immediate[11]}}, immediate};   
     always_comb begin
        case (op_code)
            ADD:  result = operand_a + operand_b;
            SUB:  result = operand_a - operand_b;
            SLL:  result = operand_a << operand_b[4:0];
            SLT:  result = ($signed(operand_a) < $signed(operand_b)) ? 32'd1 : 32'd0;
            SLTU: result = (operand_a < operand_b) ? 32'd1 : 32'd0;  
            XOR:  result = operand_a ^ operand_b;
            SRL:  result = operand_a >> operand_b[4:0];
            SRA:  result = $signed(operand_a) >>> operand_b[4:0];  
            OR:   result = operand_a | operand_b;
            AND:  result = operand_a & operand_b;
            ADDI: result = operand_a + immediate_extended;
            SLLI: result = operand_a << immediate_extended[4:0];
            SLTI: result = ($signed(operand_a) < $signed(immediate_extended)) ? 32'd1 : 32'd0;
            SLTUI:result = (operand_a < immediate_extended) ? 32'd1 : 32'd0;
            XORI: result = operand_a ^ immediate_extended;
            SRLI: result = operand_a >> immediate_extended[4:0];
            SRAI: result = $signed(operand_a) >>> immediate_extended[4:0];  
            ORI:  result = operand_a | immediate_extended;
            ANDI: result = operand_a & immediate_extended;
            default: result = 32'd0;
        endcase
    end
    assign zero = (result == 32'd0);
endmodule
==> results.txt <==
Internal power = 0.1812 mW
Avg Synthesized Cell Area = 6.413 um2
GP Congestion = 1.175
Setup Total Neg Slack = 0 ps
Number of hold-repair buffers added at the cts stage = 0
Number of remaining DRC errors = 0
Global-route usage over all layers = 0.5711
Worst path setup slack after routing = 4417 ps
Most common logic cells in the final layout = 271 x nand2_1, 209 x a21oi_1, 148 x o21ai_0, 136 x nor2_1, 122 x a211oi_1
X dimension of the die = 174.0 um
Clock buffer cells = 0
Detail-routed via count per cell = 7.816
Post-synthesis sequential area ratio = 0
Yosys stat chip area = 0.01479 mm2
CP top delay family = simple AND/OR/NAND/NOR gates
Wire length of the first global-routing pass = 126900 um
Detailed-route via count = 21250
Placement Rows = 62
Cell count in the Yosys report = 2306
Fillcell total = 2752
Unique cell types = 101
Violations in the final reports = max-capacitance violations, max-slew violations
Critical path's largest stage delay = 970 ps
Placement Setup Slack = 4775 ps
Syn. warnings = 1
Count of final hold-check violations = 0
Maximum number of pins on one net before global-route repair = 58
Drt initial violations = 3065
Final worst path period need = 15180 ps
Crit path capture type = output port
Initial antenna violation count = 9
Gate Count Post-Synth = 2306
Post-route cell area = 0.01636 mm2
Share of total power consumed by net switching = 0.6495
Critical path peak fanout = 44
Worst Path Arrival = 11260 ps
Leak Pwr = 6.550 nW
Number of antenna-violating nets in the routed design = 0
Cell Pwr Density = 31.61 mW/mm2
Net switching power = 0.3358 mW
Commonest non-fill, non-tap cell in the layout = nand2_1
Worst Hold Slack = 9293 ps
Sequential standard cell area = 0 um2
Number of warnings the tools reported = 39
Chip Height = 174.0 um
Core area = 0.02894 mm2
Cell Chain, Critical Path = clkdlybuf4s50_1 -> and2b_1 -> nand3_1 -> buf_4 -> nand2_1 -> o21ai_0 -> ha_1 -> inv_1 -> fa_1 -> nand3b_1 -> nand2_1 -> xor2_1 -> a222oi_1 -> o221ai_1 -> a2111oi_0 -> nand3_1 -> nor4_1 -> nand4_1 -> or4_1 -> or4_1 -> nor3_2 -> clkdlybuf4s50_1
Status = finished with violations
Transition at the pin with the smallest max-transition slack = 1502 ps
RSZ-0062 raised after global routing = no
Final-report max-slew violation count = 3
Final period util = 0.7746
Max_slew headroom = -0.007154
DP HPWL = 63920 um
Pre-antenna DRT Iters = 8
WL final = 87360 um
Fraction of final layout cells with drive strength greater than 1 = 0.07847
Source of the worst hold timing path = operand_b[31]
Initial Utilization = 0.5111
Number of top-level pins = 114
Die Footprint = 0.03027 mm2
Worst Path Class, Setup = input port to output port
Postcts setup bufs = 0
Synth-to-layout area growth = 10.60%
CP max-delay cell = clkdlybuf4s50_1
Worst-case hold path end point = result[31]
Number of global-route vias before repair = 18890
Average wire per standard cell = 32.13 um
Launching instance or port of the critical path = op_code[0]
Number of flip-flops and latches = 0
Combinational Area = 0.01360 mm2
Endpoint required time on the critical path = 15680 ps
Element type at the critical path start = input port
Hold path cells = 6
Input/output buffers = 114
Count of max-cap constraint violations = 1
Cell area after technology mapping = 0.01479 mm2
Post-route total power = 0.5170 mW
Post-cts resize count = 0
WP buf/inv = 4
Post-DP Area = 0.01635 mm2
Final setup violation count = 0
Aggregate global routing overflow = 0
Path category of the worst min-delay check = input port to output port
Max Fclk = 65.86 MHz
Maximum VDD drop = 0.02856 mV
[logic make-up after synthesis]
group | count (synthesis) | share of synthesized area
AND-OR/OR-AND | 963 | 0.4456
AND/OR/NAND/NOR | 776 | 0.2610
buffers and inverters | 277 | 0.08164
multiplexers | 107 | 0.07623
adder cells (fa/ha/maj) | 103 | 0.08816
XOR/XNOR | 80 | 0.04738
[cell usage after synthesis, types with 8 or more instances]
library cell	number	area [um2]
o21ai_1	13	65.06
buf_1	14	52.55
a32oi_1	22	192.7
and4_1	8	70.07
a21oi_1	209	1046
xor2_1	30	262.8
mux2_2	11	123.9
a21o_1	59	442.9
o31ai_1	9	67.56
and3_1	18	112.6
o22ai_1	41	256.5
inv_1	71	266.5
mux2i_1	92	920.9
nand3b_1	8	60.06
a31oi_1	33	206.5
or3_1	8	50.05
a311oi_1	37	324.1
nor2_1	136	510.5
nor4_1	18	112.6
nand3_1	88	440.4
o21ai_0	148	740.7
o221ai_1	21	183.9
o211ai_1	42	315.3
a221oi_1	13	113.9
o21a_1	8	60.06
nor2b_1	10	62.56
nand2b_1	72	450.4
xnor2_1	50	437.9
nand4_1	18	112.6
a211o_1	9	78.83
a2111oi_0	14	122.6
nor3_1	52	260.3
buf_6	9	101.4
buf_2	53	265.3
clkbuf_1	118	442.9
a22oi_1	50	375.4
buf_4	9	67.56
a211oi_1	122	915.9
nand2_1	271	1017
ha_1	101	1264
o2111ai_1	16	140.1
and2_1	12	75.07
[worst min-delay path: stages]
cell	delay [ps]
clkdlybuf4s50_1	500
a21oi_1	200
xnor2_1	90
xnor2_1	130
o211ai_1	110
clkdlybuf4s50_1	420
[per-layer routing]
layer	routed length [um]	track usage
met4	9504	0.4514
met2	33630	0.7847
met3	14840	0.2917
met1	29240	0.6599
met5	153	0.03846
[through the flow]
stage                     instances    util
final                          2719  0.5653
after global routing           2717  0.5651
after detailed placement       2716  0.5650
after global placement         2716  0.5650
after floorplan                2306       -
after CTS                      2716  0.5650
[worst max-delay path by stage]
| stage | end | slack (ps) | cells past startpoint |
|---|---|---|---|
| 5_1_grt | zero | 4140 | 22 |
| 4_1_cts | zero | 4740 | 24 |
| 6_report | zero | 4420 | 22 |
[cell type report]
type | count | area share
Antenna cell | 3 | 0.0004590
Inverter | 74 | 0.01698
Multi-Input combinational cell | 2029 | 0.8313
Tap cell | 384 | 0.02937
Timing Repair Buffer | 229 | 0.1219
Power figures rest on the tool's default switching activity, not on a simulated workload.
